File: /design/flow/design.v
module clock_50_to_01 (clk_i, clk_o);
	input clk_i;
	output reg clk_o;
	reg [24:0] count;
initial begin
	count = 0;
	clk_o = 0;
end
always @(posedge clk_i) begin
	if (count == 0) begin
		count <= 25'd24999999;
		clk_o <= ~clk_o;
	end
	else begin
		count <= count - 1;
	end
end
endmodule 
File: /design/flow/run.sh
#!/bin/bash
# OpenROAD 26Q1-2900-gdf79404cd8, Yosys 0.63+post, stock flow scripts
make -C /OpenROAD-flow-scripts/flow DESIGN_CONFIG=/design/flow/config.mk WORK_HOME=/design/flow/orfs finish
File: /design/flow/config.mk
export PLATFORM = sky130hd
export DESIGN_NAME = clock_50_to_01
export DESIGN_NICKNAME = clock_50_to_01
export VERILOG_FILES = /design/flow/design.v
export SDC_FILE = /design/flow/constraint.sdc
export NUM_CORES = 4
export LEC_CHECK = 1
export CORE_AREA = 10 10 106 106
export DIE_AREA = 0 0 116 116
File: /design/flow/constraint.sdc
current_design clock_50_to_01

set clk_period 9.3
set clk_io_pct 0.2

create_clock -name clk0 -period $clk_period [get_ports {clk_i}]

set non_clock_inputs [all_inputs -no_clocks]
set_input_delay [expr $clk_period * $clk_io_pct] -clock clk0 $non_clock_inputs
set_output_delay [expr $clk_period * $clk_io_pct] -clock clk0 [all_outputs]
==> run summary <==
Implementation summary

The count of buffers inserted at the top-level ports is 1. The total power divided by cell area is 144.1 mW/mm^2. The first detailed-routing pass ran for 4 iterations. The flow ran to the end, and the final reports show no timing, DRC or antenna violations.

The async set or reset register ratio after synthesis is 0%. The TritonCTS clock tree is done. For this run, the detailed router reports a per-instance via density of 3.335.

The number of clock buffers added by TritonCTS is 3. The first global-routing pass estimated 3.077 mm of wire. The number of antenna violations at the first check in global routing is 0. The sum of negative setup slack is 0 ps.

After synthesis, the largest area contributor takes up 45.35% of total cell area. The tool flagged a number of max-cap violations equal to 0. The final power report lists total power as 182.7 uW. The cell type with the highest aggregate area in the netlist is sky130_fd_sc_hd__dfxtp_1. The post-route clock period utilization is 31.66%.

The share of layout cells above drive strength 1 is 8.621%. The synth_stat.txt file lists the number of cells as 116. The tree is rooted in a sky130_fd_sc_hd__clkbuf_8.

The cell internal power dissipation is 149.6 uW. The leakage power summed over all cells is 0.4516 nW. In the floorplan report the effective utilization is 12.47%. The yosys stat chip area is 0.001104 mm^2. The data arrival at the endpoint of the critical path is 1080 ps.

The detailed placement HPWL is 1.209 mm. Sorting the synthesized cells by how often they occur yields 25 x sky130_fd_sc_hd__dfxtp_1, 12 x sky130_fd_sc_hd__nand2_1, 12 x sky130_fd_sc_hd__nor2_1. After detailed routing, the average wire length per cell comes to 7.638 um. The number of max-slew violations in the final report is 0. The class of the most critical hold timing path is flop to flop. The buffer-and-inverter tally for the worst setup path is 1. Post-CTS repair ended up resizing 0 cells. The layout has 995 filler cells. The script computed the net switching share of total power as 18.13%.

The maximum cell stage delay along the critical path is 460 ps. The transition at the pin with the smallest max-transition slack is 579.5 ps. The portion of total power attributed to the clock network is 38.8%. Per the OpenROAD floorplan log, the area of the core is 0.008848 mm^2. Nets still carrying antenna violations after routing amount to 0.

In this run the number of H-tree levels came out at 1. On the critical path, the stage with the largest delay is an instance of sky130_fd_sc_hd__clkdlybuf4s50_1. Sequential cells account for 61.2% of the total power.

Setup repair after global routing left no endpoint under its margin. The start-to-end type of the worst setup path is flop to output pin. The chip occupies 0.01346 mm^2. The number of clock sinks came to 26.

After detailed placement, the design holds a cell count of 220. The number of warning messages in the yosys log is 1. The synthesis stats list as the most numerous cell sky130_fd_sc_hd__dfxtp_1. The source-to-sink clock delay at the later pin of the worst-skew pair is 260 ps. The tightest slew margin relative to the limit is 61.01%. For this run, the top clock speed supported by timing is 339.7 MHz. The post-route DRC violation count is 0. Yosys mapped a number of flops with a built-in enable equal to 1. The switching power summed over all nets is 33.12 uW. In this run the cell area of the synthesized design comes to 0.001104 mm^2. The floorplan has 34 rows. The post-synthesis register bit count is 26.

The pin count of the biggest net entering global routing is 15. Looking at the critical path, the highest net fanout was 2. The internal reg-to-reg setup slack is 6670 ps.

STA classifies the critical path endpoint as an output pin. The stage logs contain a warning count of 25. In this run the vertical extent of the chip is 116 um.

In the post-synthesis netlist, the biggest area contributors are sky130_fd_sc_hd__dfxtp_1 45%, sky130_fd_sc_hd__xnor2_1 8.7%, sky130_fd_sc_hd__nand2_1 4.1%. For this run, the number of standard cells in the final layout without fillers is 224. 2 I/O pins were placed. On the reported timing paths, the clock transition at the registers reads 80 ps. Buffers inserted to repair hold after CTS numbered 0. The number of global-route vias before repair is 730.

The required time reported for the critical path endpoint is 7440 ps. The number of endpoints failing setup at the final stage is 0. The worst voltage drop across the vdd grid is 0.05377 mV. The average cell area after synthesis is 9.513 um^2.

Global routing consumed, over all layers together, 2.579% of the routing resources. For the final database, setup skew stands at 2.760 ps. Between the synthesized netlist and the finished layout, the area growth was recorded as 14.85%. After the first detailed-routing iteration, the DRC count stood at 28.

Post-CTS timing repair inserted 0 buffers for setup. The count of inserted antenna diode cells is 0. The number of instances in the synthesized netlist is 116. The total via count in the routed design is 747. RePlAce ended its routability-driven mode at a weighted congestion of 0.7797.

The family of cells with the greatest summed delay on the critical path is buffers and inverters. At the end of the flow the core is filled with cells to 14.32%. The final wirelength is 1.711 mm. The global route stage reports its total congestion overflow as 0.

After layout, the minimum clock period comes to 2944 ps. The maximum clock path buffer count is 2. The flip-flop cell with the highest count after synthesis is sky130_fd_sc_hd__dfxtp_1. For reference, the critical path cell chain is clkdlybuf4s50_1. The horizontal die size is 116 um.

Synthesis instantiated 27 different standard cells from the library. The relative contribution of combinational cells to total power is 0%. STA classifies the critical path startpoint as a flop.

The share of synthesized area occupied by flip-flops and latches is 48.07%. The number of hold-slack violations in the final timing report is 0.
routing by layer:
metal	vias up	global-route usage (%)	routed length, um
li1	407	-	-
met1	335	3.574	939
met2	3	4.247	716
met3	2	0.2093	15
met4	0	0.6672	40
met5	-	0	0
worst register-to-register path, delay by kind of cell, from the launching register on:
kind                     cells  cell delay (ps)
buffers and inverters        2              220
flip-flops                   1              340
adder cells (fa/ha/maj)      1              190
AND/OR/NAND/NOR              3             1600
sequential cells by signal (all words and copies together), names as in the netlist:
name,flops
count,25
clk_o,1
power by group through the flow:
stage	logic (mW)	clock network, mW	registers, mW
after CTS	0.000000210	0.0732	0.112
after global routing	0.000000210	0.0796	0.112
final	0.000000210	0.0709	0.112
path summary, 6_finish.rpt:
| check | cells after the start | from | to |
|---|---|---|---|
| setup / recovery | 1 | clk_o | clk_o |
| setup reg to reg | 6 | count[0] | clk_o |
| hold / removal | 1 | count[0] | count[0] |
| hold reg to reg | 1 | count[0] | count[0] |
layout by cell type (no fill, tap or decap), drive strengths merged:
master,count
nor4,6
nand2,12
or3,7
clkinv,1
o21ai,2
nand3,4
or4,8
nor3b,1
xor2,4
clkbuf,4
a21oi,3
o41ai,2
o31ai,2
clkdlybuf4s50,1
dfxtp,25
mux2,1
xnor2,11
ha,1
nor3,2
nor2,12
and3,1
or4b,1
inv,4
edfxtp,1
final cells by class:
| class | count | area [um^2] | share of cell area (%) |
|---|---|---|---|
| Sequential cell | 26 | 530.5 | 41.86 |
| Inverter | 5 | 23.77 | 1.876 |
| Multi-Input combinational cell | 80 | 513.0 | 40.47 |
| Tap cell | 108 | 135.1 | 10.66 |
| Clock buffer | 4 | 55.05 | 4.344 |
| Timing Repair Buffer | 1 | 10.01 | 0.7897 |
stage by stage:
stage / instance area [um^2] / hold WS, ps / setup slack, ps
2_1_floorplan: 1104 / 384.2 / 6932
3_3_place_gp: 1212 / 396.5 / 6652
3_5_place_dp: 1212 / 415.3 / 6641
4_1_cts: 1267 / 436.0 / 6338
5_1_grt: 1267 / 452.3 / 6320
6_report: 1267 / 425.8 / 6356
cells by family after synthesis:
| group | share of synthesized area (%) |
|---|---|
| AND-OR/OR-AND | 5.556 |
| AND/OR/NAND/NOR | 26.87 |
| XOR/XNOR | 11.90 |
| adder cells (fa/ha/maj) | 1.134 |
| multiplexers | 1.020 |
| flip-flops | 48.07 |
| buffers and inverters | 5.441 |
Power is estimated from default activity; no workload was simulated.
