--- run.sh ---
#!/bin/bash
# OpenROAD 26Q1-2900-gdf79404cd8, Yosys 0.63+post, stock flow scripts
make -C /OpenROAD-flow-scripts/flow DESIGN_CONFIG=/design/flow/config.mk WORK_HOME=/design/flow/orfs finish
--- config.mk ---
export PLATFORM = sky130hd
export DESIGN_NAME = set_clock5
export DESIGN_NICKNAME = set_clock5
export VERILOG_FILES = /design/flow/design.v
export SDC_FILE = /design/flow/constraint.sdc
export NUM_CORES = 4
export LEC_CHECK = 1
export CORE_AREA = 10 10 97 97
export DIE_AREA = 0 0 107 107
--- constraint.sdc ---
current_design set_clock5

set clk_period 1.6
set clk_io_pct 0.2

create_clock -name clk0 -period $clk_period [get_ports {push2}]
create_clock -name clk1 -period $clk_period [get_ports {push3}]

set non_clock_inputs [all_inputs -no_clocks]
set_input_delay [expr $clk_period * $clk_io_pct] -clock clk0 $non_clock_inputs
set_output_delay [expr $clk_period * $clk_io_pct] -clock clk0 [all_outputs]
--- design.v ---
module set_clock5 (output reg [3:0] s5h0, s5h1, s5m0, s5m1,
						input switch,
						input reset,
						input push2, push3
						);	
always @(posedge reset, negedge push2) begin
	if (reset == 1) begin
			s5m0 <= 0;
			s5m1 <= 0;
	end
	else begin
		if ( (push2 == 0) ) begin
			if(switch == 1) begin
				if ((s5m0 < 4'd9)) begin
					s5m0 <= s5m0 + 1;
					s5m1 <= s5m1;
				end
				else begin
					s5m0 <= 0;
					if (s5m1 < 4'd5)
						s5m1 <= s5m1 + 1;
					else 
						s5m1 <= 0;
				end
			end
			else begin
				s5m0<= s5m0;
				s5m1<= s5m1;
			end
		end			
		else begin
			s5m0 <= s5m0;
			s5m1 <= s5m1;
		end
	end
end
always@(posedge reset, negedge push3) begin
	if (reset == 1) begin
		s5h0 <= 0;
		s5h1 <= 0; 
	end
	else begin
		if(push3 == 0) begin
			if(switch == 1) begin
				if ( (s5h1 <= 4'd1) && ( s5h0 < 4'd9) )
					s5h0 <= s5h0 + 1;
				else if ( (s5h1 == 4'd2) && ( s5h0 < 4'd3) )
					s5h0 <= s5h0 + 1;
				else begin
					s5h0 <= 0;
					if (s5h1 < 4'd2)
						s5h1 <= s5h1 + 1;
					else 
						s5h1 <= 4'd0;
				end
			end
			else begin
				s5h0 <= s5h0;
				s5h1 <= s5h1;
			end
		end 
		else begin
			s5h0 <= s5h0;
			s5h1 <= s5h1; 
		end
	end
end
endmodule
==> flow_metrics.rpt <==
PHYSICAL IMPLEMENTATION REPORT
----------------------------------------------------
[Final layout]
  # fillers ........................ around 820
  Proportion of layout cells with a drive suffix above 1 ........................ 0.480
  Area Growth Syn to Fin ........................ 61.7%
  Layout Cell Area excl Fill ........................ ~1600 µm²
  Filler-free cell count of the finished design ........................ between 200 and 250

[Die]
  Die ar. ........................ roughly 11000 µm²
  Ports ........................ 20
  Placeable core area ........................ about 7300 µm²
  Placement Rows ........................ 31
  Starting Density ........................ 0.133
  Width of the chip ........................ between 100 and 150 µm
  Floorplan die height ........................ around 110 µm

[Status]
  Status ........................ finished, violations left
  Violated checks ........................ setup timing

[Yosys]
  Share of async-settable or async-resettable flops after synthesis ........................ 1.00
  Number of enable-type register cells in the synthesized netlist ........................ 0
  List of most frequent post-synthesis cells ........................ sky130_fd_sc_hd__dfrtn_1 (16), sky130_fd_sc_hd__inv_1 (13), sky130_fd_sc_hd__ha_1 (10)
  Cell type contributing the most total cell area after synthesis ........................ sky130_fd_sc_hd__dfrtn_1
  Synth area leaders ........................ sky130_fd_sc_hd__dfrtn_1 (41%), sky130_fd_sc_hd__ha_1 (13%), sky130_fd_sc_hd__inv_1 (5.0%)
  Top-area cell share ........................ 0.411
  Main flop type ........................ sky130_fd_sc_hd__dfrtn_1
  Area of the mapped netlist ........................ slightly below 1000 µm²
  Number of different library cells in the post-synthesis netlist ........................ 35
  Sequential area share after synthesis ........................ 0.411
  Syn avg cell area ........................ 10.1 µm²
  Area reported by Yosys stat ........................ 973 µm²
  Yosys Warn Count ........................ 1
  Flops & latches, synth ........................ 16
  Gate Count Post-Synth ........................ roughly 96
  Number of standard cells reported by yosys ........................ ~96
  Cell with the most instances after synthesis ........................ sky130_fd_sc_hd__dfrtn_1

[Route]
  Final wirelength ........................ about 2500 µm
  Remaining antenna violation count ........................ 0
  Average via count per standard cell ........................ 3.49
  Number of DRC markers after the initial detailed-route iteration ........................ 32
  Total number of vias ........................ about 860
  Wire length per cell after detailed routing ........................ 10.0 µm
  Pre-Repair DR Iteration Count ........................ 4
  Count of unresolved DRC violations after routing ........................ 0
  Final antenna diode count ........................ 0

[Global routing]
  Gr ovfl total ........................ 0
  Maximum number of pins on one net before global-route repair ........................ 17
  Via count of the first global-routing pass ........................ about 900
  Antenna violations before repair ........................ 0
  Most heavily used metal layer in global routing ........................ met2
  Wire length of the first global-routing pass ........................ a little over 4000 µm
  Met2 track demand over resource ........................ 0.0694
  Met1 Usage GRT ........................ 0.0574
  Met3 usage in global routing ........................ 0.0109
  Global router's overall resource usage ........................ 0.0436

[Worst setup path]
  Nature of the critical path startpoint ........................ flop
  Worst path slowest cell ........................ sky130_fd_sc_hd__dfrtn_1
  Required time at the worst-slack endpoint ........................ roughly 1.3 ns
  Critical Path Start ........................ s5m1[1]$_DFFE_NP0P_
  Delay of the slowest cell on the worst path ........................ 0.42 ns
  WP buf/inv ........................ 1
  Largest fanout of any net on the critical path ........................ 2
  Launch instance of the worst register-to-register path ........................ s5h1[0]$_DFFE_NP0P_
  Data arrival time of the worst path ........................ 1.57 ns
  Setup Crit Path Kind ........................ flop to output pin
  Sort of element at the end of the critical path ........................ output pin
  Cell type group with the largest total delay on the critical path ........................ flip-flops
  Crit-path cells ........................ buf_2

[Pwr]
  Maximum vdd ir drop ........................ between 0.8 and 0.9 mV
  Power Density ........................ 1770 nW/µm²
  Tot Pwr ........................ roughly 2.8 mW
  Standby leakage power ........................ between 0.7 and 0.8 nW

[Clock tree]
  Clock-pin slew on the worst setup and hold paths ........................ about 0.03 ns
  Number of sinks on the clock net ........................ 16
  TritonCTS clock tree ........................ built

[Final timing]
  Final setup slack of the worst path ........................ -0.289 ns
  Max-slew violations ........................ 0
  Transition at the pin with the smallest max-transition slack ........................ between 0.3 and 0.4 ns
  Final Hold Viols ........................ 0
  Unrepaired setup endpoints after global routing ........................ yes
  Worst relative slew slack ........................ 0.788
  Setup clock skew after layout ........................ 0.00412 ns
  Final sum of negative setup slack ........................ -4.95 ns
  Final setup violation count ........................ 22

[Run]
  Max-cap viol count ........................ 0
  Total number of warnings across the stage logs ........................ 35

[Place]
  Placed cell areas ........................ 1480 µm²
  Final GP Congestion ........................ roughly 0.83
  Sum of net half-perimeters after detailed placement ........................ around 1900 µm
  # port buffers ........................ 18
  Cell Count Post-Placement ........................ approximately 240

[Hold path]
  Start point of the worst hold path ........................ s5m1[2]$_DFFE_NP0P_
  Classification of the worst-slack hold path ........................ flop to flop

----------------------------------------------------
==> where the power goes <==
part / switching (mW) / total, mW / internal [mW] / leakage [nW]
logic: 0.739 / 1.64 / 0.905 / 0.504
clock network: 0.156 / 0.482 / 0.326 / 0.0431
registers: 0.0754 / 0.653 / 0.578 / 0.206
total: 0.970 / 2.78 / 1.81 / 0.753
==> stage by stage <==
step	hold slack (ns)	setup WS, ns	utilization
final	0.557	-0.289	0.216
after global routing	0.593	-0.326	0.216
after CTS	0.564	-0.304	0.211
after detailed placement	0.559	-0.854	0.203
after global placement	0.563	-0.841	0.203
after floorplan	0.419	-0.405	-
==> flip-flops by register name, indices dropped and copies added (netlist names) <==
name / flops
s5h0: 4
s5h1: 4
s5m0: 4
s5m1: 4
==> kinds of logic (layout without fill, tap and decap cells) <==
group / count (synthesis) / count (layout) / share of synthesized area
compound gates: 17 / 17 / 0.131
xor+xnor: 2 / 2 / 0.0180
fa+ha+maj: 10 / 10 / 0.129
buf+inv: 15 / 67 / 0.0578
flops: 16 / 16 / 0.411
mux: 3 / 3 / 0.0321
simple gates: 33 / 33 / 0.221
==> cells in the final DEF, fill, tap and decap left out, types with 2 or more instances in the layout <==
master                     netlist  routed
sky130_fd_sc_hd__buf_6           0       2
sky130_fd_sc_hd__nor3_1          3       3
sky130_fd_sc_hd__nor2_1          4       3
sky130_fd_sc_hd__o211ai_1        2       2
sky130_fd_sc_hd__or3b_4          0       2
sky130_fd_sc_hd__mux2i_1         2       2
sky130_fd_sc_hd__inv_1          13      10
sky130_fd_sc_hd__inv_2           0       2
sky130_fd_sc_hd__nand4_1         2       2
sky130_fd_sc_hd__o21ai_0         7       2
sky130_fd_sc_hd__o21ai_1         2       6
sky130_fd_sc_hd__clkbuf_8        0       6
sky130_fd_sc_hd__buf_4           0      27
sky130_fd_sc_hd__dfrtn_1        16      16
sky130_fd_sc_hd__nand2_1         6       6
sky130_fd_sc_hd__ha_1           10       8
sky130_fd_sc_hd__buf_2           0      16
sky130_fd_sc_hd__nor2b_1         3       3
sky130_fd_sc_hd__ha_4            0       2
sky130_fd_sc_hd__nor2_2          2       2
sky130_fd_sc_hd__nand3_1         2       2
==> repair_timing <==
| item | 4_1_cts | 5_1_grt |
|---|---|---|
| gates resized | 71 | 6 |
| setup buffers | 2 | 3 |
| hold buffers | 0 | 0 |
| pin swaps | 10 | 3 |
| setup endpoints to repair | 32 | 29 |
==> worst reg2reg max path: stages (launching register included) <==
cell and delay (ns):
sky130_fd_sc_hd__dfrtn_1 0.40, sky130_fd_sc_hd__buf_4 0.13, sky130_fd_sc_hd__inv_2 0.04, sky130_fd_sc_hd__ha_1 0.17, sky130_fd_sc_hd__or4b_4 0.22, sky130_fd_sc_hd__nor3_4 0.04
sky130_fd_sc_hd__or3b_4 0.39, sky130_fd_sc_hd__mux2_2 0.26
==> worst paths after layout <==
check                                      end  slack (ns)  depth (start not counted)
min in group clk1          s5h1[1]$_DFFE_NP0P_        0.58                          2
hold / removal             s5m1[2]$_DFFE_NP0P_        0.56                          3
min in group asynchronous  s5h1[2]$_DFFE_NP0P_        1.08                          3
hold reg to reg            s5m1[2]$_DFFE_NP0P_        0.56                          3
setup reg to reg           s5h1[0]$_DFFE_NP0P_       -0.21                          7
setup / recovery                       s5m1[1]       -0.29                          1
max in group clk1          s5h1[0]$_DFFE_NP0P_       -0.21                          7
max in group asynchronous  s5m0[0]$_DFFE_NP0P_        0.36                          3
==> final cells by class <==
type	instances	area (µm²)	share of cell area
inverters	13	51.3	0.0326
clock buffers	6	82.6	0.0525
multi-input cells	65	566	0.359
repair buffers	48	350	0.223
flip-flops and latches	16	400	0.254
well taps	99	124	0.0787
==> routing by layer <==
metal  vias up  wire length, µm
met1       403             1180
met2        19             1140
met5         -                0
met3         4              119
li1        436                -
met4         0               39
No activity file was given, so power comes from the tool's default toggle rates.
