--- flow/config.mk ---
export PLATFORM = sky130hd
export DESIGN_NAME = led7_decoder
export DESIGN_NICKNAME = led7_decoder
export VERILOG_FILES = /design/flow/design.v
export SDC_FILE = /design/flow/constraint.sdc
export NUM_CORES = 4
export LEC_CHECK = 1
export CORE_AREA = 10 10 70 70
export DIE_AREA = 0 0 80 80
--- flow/constraint.sdc ---
current_design led7_decoder

set clk_period 1.8
set clk_io_pct 0.2

create_clock -name clk0 -period $clk_period

set non_clock_inputs [all_inputs -no_clocks]
set_input_delay [expr $clk_period * $clk_io_pct] -clock clk0 $non_clock_inputs
set_output_delay [expr $clk_period * $clk_io_pct] -clock clk0 [all_outputs]
--- flow/design.v ---
module led7_decoder(output [6:0] led7seg, input enable, input [3:0] BCD);
	wire [6:0] w_out;
assign led7seg[6:0] = (enable == 1'b1)?w_out[6:0]:7'b111_1111;
assign w_out[6:0] =  (BCD == 4'd0)?7'b100_0000:
							(BCD == 4'd1)?7'b111_1001:
							(BCD == 4'd2)?7'b010_0100:
							(BCD == 4'd3)?7'b011_0000:
							(BCD == 4'd4)?7'b001_1001:
							(BCD == 4'd5)?7'b001_0010:
							(BCD == 4'd6)?7'b000_0010:
							(BCD == 4'd7)?7'b111_1000:
							(BCD == 4'd8)?7'b000_0000:
							(BCD == 4'd9)?7'b001_0000:7'b1111111;
endmodule 
--- flow/run.sh ---
#!/bin/bash
# OpenROAD 26Q1-2900-gdf79404cd8, Yosys 0.63+post, stock flow scripts
make -C /OpenROAD-flow-scripts/flow DESIGN_CONFIG=/design/flow/config.mk WORK_HOME=/design/flow/orfs finish
==> impl_metrics.json <==
{
  "ys_warn_count": 0,
  "finalSetupViolCount": 0,
  "wl_per_cell_um": 8.80,
  "worstPathMaxFanout": 8,
  "vias_per_cell": 2.92,
  "finalCritPeriodShare_pct": 96.6,
  "netlist_area_um2": 188,
  "grt_pass1_vias": 262,
  "ant_nets": 0,
  "whs_endpoint": "led7seg[4]",
  "slew_violations": 0,
  "synth_seq_share_pct": 0,
  "fmax_mhz": 575,
  "ioPinCount": 12,
  "mi_logic_area_um2": 164,
  "stage_log_warnings": 33,
  "die_x_um": 80,
  "fin_area_um2": 410,
  "ff_count": 0,
  "gp_congestion": 0.825,
  "hold_path_class": "in -> out",
  "grt_overflow": 0,
  "layout-drive-gt1-share_pct": 30.4,
  "core_area_mm2": 0.00342,
  "grt_usage_pct": 2.22,
  "status": "finished clean",
  "p_leak_nw": 0.162,
  "portBuffers": 12,
  "drt_first_pass_iters": 1,
  "num_vias": 269,
  "die-area_mm2": 0.00640,
  "fillCellCount": 399,
  "cap_violations": 0,
  "rsz0062_at_grt": "yes",
  "yosysUniqueCellTypes": 19,
  "n_clock_buffer": 0,
  "first_iter_violations": 0,
  "grt_antenna_before_repair": 0,
  "peakVddDrop_v": 0.0000342,
  "grt_start_max_net_pins": 9,
  "critPathRequiredTime_ns": 1.44,
  "crit_type": "in -> out",
  "ys_area_um2": 188,
  "start_kind": "input pin",
  "fp_util_pct": 5.49,
  "placed_cells": 90,
  "netlist_instances": 29,
  "min_from": "BCD[0]",
  "num_rows": 21,
  "avgSynthCellArea_um2": 6.47,
  "drc_errors": 0,
  "grt_pass1_wl_um": 1190,
  "ys_cells": 29,
  "hold_viol_final": 0,
  "crit_path_end_kind": "output port",
  "min_period_ns": 1.74,
  "final-seq-area_um2": 0,
  "area_growth_pct": 119,
  "seqPwrFrac_pct": 0,
  "worst-slew-pin-transition_ns": 0.188,
  "die_y_um": 80,
  "min_path_cells": 4,
  "internal_power_w": 0.0000477,
  "finalNonFillerCells": 92,
  "placed_cell_area_um2": 377,
  "hpwl_um": 618,
  "p_comb_share_pct": 100.0,
  "cts_hold_buf": 0,
  "cp_data_arrival_time_ns": 1.38,
  "switching_share_pct": 40.6,
  "p_sw_w": 0.0000326,
  "power.density_mw_per_mm2": 196,
  "clkPwrFrac_pct": 0,
  "wirelength_um": 810,
  "antenna_cells": 0,
  "slew_headroom_pct": 87.4
}
cell usage in the layout, fill, tap and decap left out:
cell type,n
nand3b_1,1
nor2_1,2
o21ai_1,1
o21a_1,1
o31ai_1,1
nand2_1,5
buf_6,2
nand4_1,1
a21oi_1,3
inv_1,1
buf_4,6
nand2b_4,1
nand2b_1,1
dlygate4sd2_1,7
o32ai_2,1
clkdlybuf4s50_1,1
mux2i_1,1
o22ai_1,1
o211a_1,1
or3b_4,1
buf_2,1
clkdlybuf4s15_2,1
clkdlybuf4s15_1,3
a21oi_2,1
nor2b_1,1
cell usage after synthesis:
master    count  area, µm²
buf_2         1       5.00
a21oi_1       4       20.0
o21a_1        1       7.51
o21ai_1       1       5.00
nor2b_1       1       6.26
o32ai_1       1       8.76
o31ai_1       1       7.51
nand2b_1      2       12.5
nor2_1        2       7.51
inv_1         1       3.75
nand2_1       5       18.8
o211a_1       1       10.0
clkbuf_8      1       13.8
o22ai_1       1       6.26
or3b_1        1       8.76
buf_6         2       22.5
nand3b_1      1       7.51
mux2i_1       1       10.0
nand4_1       1       6.26
through the flow:
step,util (%),hold slack (ns),TNS (ns),power (W),worst slack (ns)
6_report,12.0,1.36,0,0.0000803,0.0604
5_1_grt,12.0,1.42,-0.0353,0.0000890,-0.0353
4_1_cts,11.5,1.37,0,0.0000759,0.0112
3_5_place_dp,11.0,1.81,-2.66,0.0000775,-0.511
3_3_place_gp,11.0,1.81,-2.56,0.0000759,-0.496
2_1_floorplan,-,0.735,0,0.0000346,0.401
timing repair:
action / in CTS / in global routing
buffers inserted: 0 / 1
pin swaps: 5 / 3
gates resized: 20 / 2
gates cloned: 1 / 0
setup endpoints to repair: 7 / 4
how the worst max path moves through the flow:
| stage | from | to | slack (ns) |
|---|---|---|---|
| CTS | BCD[3] | led7seg[3] | 0.01 |
| global route | BCD[0] | led7seg[0] | -0.04 |
| finish | BCD[0] | led7seg[0] | 0.06 |
power groups by stage:
stage,clock (W),combinational (W),sequential (W)
6_report,0,0.0000803,0
5_1_grt,0,0.0000890,0
4_1_cts,0,0.0000759,0
cells by family (layout without fill, tap and decap cells):
group | Yosys count | count (layout) | synth area share, %
AOI/OAI and AO/OA | 10 | 10 | 34.7
and+or+nand+nor | 13 | 13 | 36.0
muxes | 1 | 1 | 5.33
buffers and inverters | 5 | 22 | 24.0
layer usage:
metal	wire [µm]	GRT usage, %
met1	377	2.50
met2	392	4.25
met3	40	0.568
met4	0	0
met5	0	0
worst max-delay path, cell delays in order:
cell and delay [ns]:
clkdlybuf4s15_1 0.19, buf_6 0.14, nor2b_1 0.13, o32ai_2 0.24, nand2_1 0.08, dlygate4sd2_1 0.24
final cells by class:
class                      count  share of cell area [%]
inverter                       1                   0.915
multi-input combinational     24                    39.9
tap                           46                    14.0
timing repair buffer          21                    45.1
Power figures rest on the tool's default switching activity, not on a simulated workload.
